==> ./design.v <==
module Bin_CounterN
   #(parameter N=8)
   (
    input wire clk, reset,
    output wire [N-1:0] q
   );
   reg [N-1:0] r_reg;
   wire [N-1:0] r_next;
   always @(posedge clk, posedge reset)
      if (reset)
         r_reg <= {N{1'b0}}; 
      else
         r_reg <= r_next;
   assign r_next = r_reg + 1;
   assign q = r_reg;
endmodule
`timescale 1ns / 1ps
module my_basys3(
    input sysclk,
    input btnC,
    input btnR,
    output [15:0] led,
    input [15:0] sw,
    output MST_CS,        
    output MST_MOSI,     
    input MST_MISO,    
    output MST_SCK
    );
    wire sys_rst;
    wire run_sig;
    wire go_sig;
    deboucing_3tics my_deboucing
        (.clk(sysclk), .rst(sys_rst), .x(run_sig), .y(go_sig));
    master_spictrl_4post #(.CLK_SEL(15)) U01 
    (
    .CLK(sysclk), .RST(sys_rst),
    .CS(MST_CS), .MOSI(MST_MOSI), .SCK(MST_SCK),
    .MISO(MST_MISO),
    .TX_W(sw),
    .RX_W(led),
    .GO(go_sig),
    .BUSY()
    );    
   assign sys_rst = btnC;
   assign run_sig = btnR;
endmodule
module deboucing_3tics
   (
    input wire clk, rst, x,
    output reg  y
   );
   parameter N_TICS=3;
   localparam [1:0]
      Low  = 2'b00,
      Idle = 2'b01,
      High  = 2'b10;
   reg [1:0] state_reg, state_next;
   reg [3:0] c_reg, c_next;
   always @(posedge clk, posedge rst)
      if (rst)
         begin
            state_reg <= Low;
            c_reg <= 0;
         end
      else
         begin
            state_reg <= state_next;
            c_reg <= c_next;
         end
   always @*
   begin
      c_next = c_reg;
      y = 1'b0;
      case (state_reg)
         Low:
            begin
               if (x)
                  state_next = Idle;
               else
                  state_next = Low;
               c_next = 0;
            end
         Idle:
            begin
               if (x)
               	begin
               		if (c_reg==N_TICS-1)
                  			state_next = High;
				else
					begin
                  				state_next = Idle;
						c_next = c_reg + 1;
					end
                  	end
               else
                  state_next = Low;
            end
         High:
            begin
               if (x)
                  state_next = High;
               else
                  state_next = Low;
       	  y = 1'b1;
            end
         default:
            state_next = Low;
      endcase
   end
endmodule
module master_spi4post
   (
    input wire CLK, RST,
    output wire CS, MOSI, SCK,
    input wire MISO,
    input wire [15:0] Tx_word,
    output wire [15:0] Rx_word,
    input wire Go,
    output wire Busy
   );
   localparam [3:0]
      idle = 4'h00,
      start = 4'h01, 
      latch_SRo = 4'h02, 
      Dout_ld = 4'h03, 
      LS_SRo = 4'h04, 
      SCK_L = 4'h05, 
      LS_SRi = 4'h06,
      SCK_H = 4'h07, 
      last_SCK_L = 4'h08, 
      finish = 4'h09;
   reg [4:0] state_reg, state_next;
   reg [15:0] SRi_reg, SRi_next;
   reg [15:0] SRo_reg, SRo_next;
   reg [6:0] bCnt_reg, bCnt_next;
   reg [5:0] wCnt_reg, wCnt_next;
   reg MOSI_buf_reg,MOSI_buf_next;
   reg CS_buf_reg, CS_buf_next;
   reg SCK_buf_reg, SCK_buf_next;
   reg busy_buf_reg, busy_buf_next;
   always @(posedge CLK, posedge RST)
      if (RST)
         begin
         	state_reg <= idle;
         	SRi_reg <= 0;
         	SRo_reg <= 0;
         	bCnt_reg <= 0;
         	wCnt_reg <= 0;
         	MOSI_buf_reg <= 1'b1;
          	CS_buf_reg <= 1'b1;
         	SCK_buf_reg <= 1'b1;
         	busy_buf_reg <= 1'b0;
        end
      else
         begin
         	state_reg <= state_next;
         	SRi_reg <= SRi_next;
         	SRo_reg <= SRo_next;
         	bCnt_reg <= bCnt_next;
         	wCnt_reg <= wCnt_next;
         	MOSI_buf_reg <= MOSI_buf_next;
         	CS_buf_reg <= CS_buf_next;
         	SCK_buf_reg <= SCK_buf_next;
         	busy_buf_reg <= busy_buf_next; 
         end
   always @*
   begin
      SRi_next = SRi_reg;
      SRo_next = SRo_reg;
      bCnt_next = bCnt_reg;
      wCnt_next = wCnt_reg;
      case (state_reg)
         idle :
            if (Go)
               state_next = start;
            else
               state_next = idle;
         start :
	       begin
            SRo_next = Tx_word;
            SRi_next = 0;
            bCnt_next = 0;
            state_next = latch_SRo;
	       end
         latch_SRo :
            state_next = Dout_ld;
         Dout_ld :
            state_next = LS_SRo;
         LS_SRo :
	       begin
            SRo_next = {SRo_reg[14 : 0] , 1'b0};
            wCnt_next = 0;
            state_next = SCK_L;
	       end
         SCK_L :
            if (wCnt_reg)
                state_next = LS_SRi;
            else
             begin
                wCnt_next = wCnt_reg+1;
                state_next = SCK_L;
             end
         LS_SRi :
	       begin
               SRi_next = {SRi_reg[14 : 0], MISO};
               wCnt_next = 0;
               state_next = SCK_H;
	       end
         SCK_H :
            if (wCnt_reg == 2)
	           begin
                state_next = LS_SRi;
                if (bCnt_reg == 15)
                 begin
                    wCnt_next = 0;
                    state_next = last_SCK_L;
                 end
                else
                 begin
                    bCnt_next = bCnt_reg+1;
                    state_next = Dout_ld;
                 end
	           end
            else
	           begin
                wCnt_next = wCnt_reg+1;
                state_next = SCK_H;
                end
         last_SCK_L :
            if (wCnt_reg == 4)
                state_next = finish;
            else
	           begin
                wCnt_next = wCnt_reg+1;
                state_next = last_SCK_L;
                end
         finish :
            state_next = idle;
      endcase
   end
   always @*
   begin
      CS_buf_next = 1'b1;
      SCK_buf_next = 1'b1;
      busy_buf_next = 1'b1;
      MOSI_buf_next = MOSI_buf_reg;
      case (state_next)
        idle :
            busy_buf_next = 1'b0;
        latch_SRo :
	       begin
            CS_buf_next = 1'b0;
            SCK_buf_next = 1'b0;
	       end
        Dout_ld :
	       begin
            CS_buf_next = 1'b0;
            SCK_buf_next = 1'b0;
            MOSI_buf_next = SRo_reg[15];
	       end
        LS_SRo :
	       begin
            CS_buf_next = 1'b0;
            SCK_buf_next = 1'b0;
	       end
        SCK_L :
	       begin
            CS_buf_next = 1'b0;
            SCK_buf_next = 1'b0;
	       end
        LS_SRi :
            CS_buf_next = 1'b0;
        SCK_H :
            CS_buf_next = 1'b0;
        last_SCK_L :
	       begin
            CS_buf_next = 1'b0;
            SCK_buf_next = 1'b0;
	       end
        finish :
            busy_buf_next = 1'b0;
      endcase
   end
   assign MOSI = MOSI_buf_reg;
   assign CS = CS_buf_reg;
   assign SCK = SCK_buf_reg;
   assign Rx_word = SRi_reg;
   assign Busy = busy_buf_reg;
 endmodule
module master_spictrl_4post
   #(parameter [3:0] CLK_SEL=0)
   (
    input wire CLK, RST,
    output wire CS, MOSI, SCK,
    input wire MISO,
    input wire [15:0] TX_W,
    output wire [15:0] RX_W,
    input wire GO,
    output wire BUSY
   );
    wire [15:0] div_clk;
    wire loc_clk;
    wire one_pulse;
    Bin_CounterN #(.N(16)) my_counter
      (.clk(CLK), .reset(RST), .q(div_clk));
    pulse_generator my_pulse
        (.clk(loc_clk), .reset(RST), .trigger(GO), .p(one_pulse));
   master_spi4post my_masterSPI
    (
    .CLK(loc_clk), .RST(RST),
    .CS(CS), .MOSI(MOSI), .SCK(SCK),
    .MISO(MISO),
    .Tx_word(TX_W),
    .Rx_word(RX_W),
    .Go(one_pulse),
    .Busy(BUSY)
    );    
     assign loc_clk = CLK_SEL[3] ?
                 (CLK_SEL[2] ? (CLK_SEL[1] ? (CLK_SEL[0] ? div_clk[15] : div_clk[14]) : (CLK_SEL[0] ? div_clk[13] : div_clk[12])) 
                                :
                               (CLK_SEL[1] ? (CLK_SEL[0] ? div_clk[11] : div_clk[10]) : (CLK_SEL[0] ? div_clk[9] : div_clk[8]))) 
                  :
                 (CLK_SEL[2] ? (CLK_SEL[1] ? (CLK_SEL[0] ? div_clk[7] : div_clk[6]) : (CLK_SEL[0] ? div_clk[5] : div_clk[4])) 
                                :
                               (CLK_SEL[1] ? (CLK_SEL[0] ? div_clk[3] : div_clk[2]) : (CLK_SEL[0] ? div_clk[1] : div_clk[0])));
 endmodule
module pulse_generator
   (
    input wire clk, reset, trigger,
    output reg  p
   );
   localparam [1:0]
      Idle = 2'b00,
      High  = 2'b01,
      wait_Low  = 2'b10;
   reg [1:0] state_reg, state_next;
   always @(posedge clk, posedge reset)
      if (reset)
            state_reg <= Idle;
      else
            state_reg <= state_next;
   always @*
   begin
      p = 1'b0;
      case (state_reg)
         Idle:
            begin
               if (trigger)
                  state_next = High;
               else
                  state_next = Idle;
            end
         High:
            begin
              state_next = wait_Low;       	
       	  p = 1'b1;
            end
         wait_Low:
            begin
               if (trigger)
                  state_next = wait_Low;
               else
                  state_next = Idle;
            end
         default:
            state_next = Idle;
      endcase
   end
endmodule
==> ./run.sh <==
#!/bin/bash
# OpenROAD 26Q1-2900-gdf79404cd8, Yosys 0.63+post, stock flow scripts
make -C /OpenROAD-flow-scripts/flow DESIGN_CONFIG=/design/flow/config.mk WORK_HOME=/design/flow/orfs finish
==> ./config.mk <==
export PLATFORM = sky130hd
export DESIGN_NAME = my_basys3
export DESIGN_NICKNAME = my_basys3
export VERILOG_FILES = /design/flow/design.v
export SDC_FILE = /design/flow/constraint.sdc
export NUM_CORES = 4
export LEC_CHECK = 1
export CORE_UTILIZATION = 40
==> ./constraint.sdc <==
current_design my_basys3

set clk_period 2.9
set clk_io_pct 0.2

create_clock -name clk0 -period $clk_period [get_ports {sysclk}]

set non_clock_inputs [all_inputs -no_clocks]
set_input_delay [expr $clk_period * $clk_io_pct] -clock clk0 $non_clock_inputs
set_output_delay [expr $clk_period * $clk_io_pct] -clock clk0 [all_outputs]
==> results.txt <==
Implementation results.

78 endpoints have no timing constraint. The max-capacitance violation count is 0. The total I/O pin count is 39. The first global-routing pass estimated about 12 mm of wire. Dividing the synthesized area by the synthesized cell count gives 10.6 um^2. The tree is rooted in a sky130_fd_sc_hd__clkbuf_8. STA classifies the critical path startpoint as a register. The total number of vias is 2580. Of the available clock period, the critical path in the final layout requires 0.601.

Per the layout report, the design carries 782 filler cells. For the worst setup path, the data arrival time is 1.92 ns. The flow ran to the end, and the final reports show no timing, DRC or antenna violations.

The maximum fanout encountered on the critical timing path is 6. The DRC violations left is 0. The most frequently used cell type in the post-synthesis netlist is sky130_fd_sc_hd__dfrtp_1.

The H-tree depth is 1. The hold violation total from the final report is 0. The longest clock path from root to sink contains 2 buffers. The setup slack on the worst flop-to-flop path is approximately 1.2 ns. The layer with the highest usage after global routing is met1. For this run, global-route usage on met3 was measured as 0.00878. The cell family with the largest share of critical-path delay is simple AND/OR/NAND/NOR gates. The final antenna diode tally reported by the flow is 0. The region available for standard cell placement spans 8720 um^2. Setup repair after global routing left no endpoint under its margin. STA reports the tightest min-delay check as being of type reg -> reg. The type of the worst setup path is reg -> reg.

Buffers added to address setup during post-CTS repair amount to 0. The maximum number of pins on one net before global-route repair is 56. The synthesized netlist handed to floorplanning was reported with a cell count of 342. The top achievable clock speed is 574 MHz.

The share of synthesized area in the top cell type comes to 0.505. Setup violations remaining at the end of the flow were counted as 0. The worst path needs 1.74 ns of the cycle, external delays included.

The main area contributors are sky130_fd_sc_hd__dfrtp_1, sky130_fd_sc_hd__nand2_1, sky130_fd_sc_hd__a22o_1. The via count of the first global-routing pass is 2587. Per the slew report, the remaining headroom to the max-slew limit stands at 0.472.

The number of gates given a new drive strength after cts is 0. Across every metal layer, demand over resource in global routing totals 0.151. In this run the power density over the cells is 142 nW/um^2. Along the critical path, the tally of buffer and inverter instances is 1. STA lists the startpoint of the worst register-to-register path as my_deboucing.c_reg[0]$_DFFE_PP0P_. The count of pins over their slew limit is 0. The synth_stat.txt file lists the number of cells as 342. The largest area contributor in the synthesized netlist is sky130_fd_sc_hd__dfrtp_1.

The floorplan has 34 rows. The number of register pins that no clock reaches is around 59. From left edge to right edge, the die measures 97.1 um. The met1 capacity usage during global routing is 0.247. The chip area line in the Yosys stat output reads 3620 um^2. Summed over all layers, the routed wires come to 6.47 mm. The detailed-router iteration count before antenna repair is 4. In this run the tool buffered the top-level ports with 38 buffer cells. The tightest hold path in the finished design has a slack of 0.466 ns. The script logs the ratio of routed vias to standard cells as 5.27.

The TritonCTS buffer count is 3. The predominant post-synthesis flop cell is sky130_fd_sc_hd__dfrtp_1. The growth of design area from synthesis to finish is 15.8%. The leakage power summed over all cells is 1.87 nW. In this run the critical path is formed by inv_1, ha_1, a21boi_0, nand2_1, or3_1, a21oi_1. Yosys reported a register bit count of 82. The post-DP HPWL is 4.65 mm. STA classifies the critical path endpoint as a register. The count of nets left with antenna violations after detail routing is 0. In this run the most critical hold path is launched from U01.my_counter.r_reg[4]$_DFF_PP0_. Yosys reported that registers with async set or reset make up 0.951. The met2 layer usage reported by global route is 0.244. In this design, the stage delay of the slowest critical-path cell is 0.41 ns.

The initial antenna violation count is 0. For the pin with the worst max-slew slack, the measured transition is 0.791 ns. The core utilization at floorplan is 0.415. The wire length per cell is approximately 13 um. In this run the vertical extent of the chip is 97.1 um. By count the netlist is led by sky130_fd_sc_hd__dfrtp_1, sky130_fd_sc_hd__nand2_1, sky130_fd_sc_hd__nor2_1, sky130_fd_sc_hd__a22o_1, sky130_fd_sc_hd__nand3_1. The final weighted congestion recorded by global placement is 0.824. The peak supply drop is ~310 uV.

The die area is 9420 um^2. Per STA, the startpoint of the critical path is my_deboucing.c_reg[0]$_DFFE_PP0P_. Before any placement, the netlist area is recorded as between 3000 and 4000 um^2. The number of synthesized flops with an enable pin is 0.

The skew report gives the latency at the later pin of the worst-skew pair as 0.26 ns. The gate-level netlist out of Yosys references 55 unique cell types. Looking at the worst setup and hold paths, the clock pins of their registers show a slew of approximately 0.08 ns. The clock tree from TritonCTS is yes. Per the final layout report, the fraction of cells sized above drive strength 1 comes to 0.0812. Summed over all failing endpoints, the final setup total negative slack is 0 ns. The required time at the worst endpoint is listed as around 3 ns. The number of warnings printed during yosys synthesis is 4.

Across all stage logs, warnings added up to 28. Among all stages on the critical path, the largest delay is contributed by sky130_fd_sc_hd__dfrtp_1. The post-cts hold buffer count is 0. In the final run the clock tree shows a worst skew of approximately 0.0046 ns. The remaining global-route overflow is 0. After the first detailed-routing iteration, the DRC count stood at roughly 55.
==> worst register-to-register path: cells and delay by family (launching register included) <==
kind                     cells  cell delay, ns
AND-OR/OR-AND                2            0.43
flip-flops                   1            0.41
AND/OR/NAND/NOR              2            0.56
adder cells (fa/ha/maj)      1            0.20
buffers and inverters        1            0.06
==> stage by stage <==
stage               power, W  instances  instance area, um^2   util  setup slack [ns]
floorplan           0.000373        342                 3620      -             0.333
global placement    0.000413        486                 4140  0.475              1.12
detailed placement  0.000415        486                 4140  0.475              1.08
CTS                 0.000606        490                 4190  0.480              1.16
global route        0.000630        490                 4190  0.480              1.04
finish              0.000596        490                 4190  0.480              1.16
==> cells in the final DEF, fill, tap and decap left out, types with 4 or more instances in the layout <==
| master | synthesis | routed |
|---|---|---|
| sky130_fd_sc_hd__nand2_1 | 51 | 51 |
| sky130_fd_sc_hd__dlxtn_1 | 4 | 4 |
| sky130_fd_sc_hd__inv_1 | 13 | 12 |
| sky130_fd_sc_hd__dfstp_2 | 5 | 5 |
| sky130_fd_sc_hd__clkdlybuf4s50_1 | 0 | 38 |
| sky130_fd_sc_hd__buf_4 | 1 | 9 |
| sky130_fd_sc_hd__a31oi_1 | 4 | 4 |
| sky130_fd_sc_hd__mux2i_1 | 4 | 4 |
| sky130_fd_sc_hd__a21oi_1 | 7 | 7 |
| sky130_fd_sc_hd__and3_1 | 4 | 4 |
| sky130_fd_sc_hd__nor2_1 | 22 | 22 |
| sky130_fd_sc_hd__nor3_1 | 9 | 7 |
| sky130_fd_sc_hd__nand3_1 | 16 | 16 |
| sky130_fd_sc_hd__nand2b_1 | 4 | 4 |
| sky130_fd_sc_hd__a22o_1 | 16 | 16 |
| sky130_fd_sc_hd__nor3b_1 | 4 | 4 |
| sky130_fd_sc_hd__dfrtp_1 | 73 | 73 |
| sky130_fd_sc_hd__ha_1 | 7 | 7 |
| sky130_fd_sc_hd__xor2_1 | 7 | 7 |
| sky130_fd_sc_hd__a22oi_1 | 15 | 15 |
| sky130_fd_sc_hd__xnor2_1 | 8 | 8 |
| sky130_fd_sc_hd__o21ai_0 | 11 | 11 |
==> where the power goes <==
group / switching [W] / internal [W]
Clock: 0.0000916 / 0.0000977
Sequential: 0.00000876 / 0.000329
Combinational: 0.0000367 / 0.0000326
Total: 0.000137 / 0.000459
==> final timing paths <==
path	to	depth (start not counted)
worst max-delay path	my_deboucing.c_reg[3]$_DFFE_PP0P_	6
worst min-delay path	U01.my_counter.r_reg[4]$_DFF_PP0_	1
worst max register to register	my_deboucing.c_reg[3]$_DFFE_PP0P_	6
worst min register to register	U01.my_counter.r_reg[4]$_DFF_PP0_	1
max in group asynchronous	my_deboucing.state_reg[2]$_DFF_PP0_	2
min in group asynchronous	U01.my_counter.r_reg[15]$_DFF_PP0_	2
==> kinds of logic (layout without fill, tap and decap cells) <==
logic type,after synthesis,count (layout),synth area share
compound gates,76,76,0.156
xor+xnor,15,15,0.0363
fa+ha+maj,7,7,0.0242
buf+inv,24,64,0.0315
flops,78,78,0.542
latches,4,4,0.0166
mux,6,6,0.0173
simple gates,132,132,0.176
==> final cells by class <==
class                      count  area (um^2)  area share
inverter                      13         48.8      0.0116
sequential                    82         2020       0.482
multi-input combinational    236         1490       0.357
timing repair buffer          47          448       0.107
tap                          108          135      0.0323
clock buffer                   4         45.0      0.0108
==> metal layers <==
layer | share of wire | vias up
met4 | 0.0043 | 0
met1 | 0.51 | 1262
met5 | 0 | -
met2 | 0.47 | 25
met3 | 0.021 | 2
li1 | - | 1291
Power and IR drop assume default switching activity.
